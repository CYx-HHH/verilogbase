`./run.sh`:
```
#!/bin/bash
# OpenROAD 26Q1-2900-gdf79404cd8, Yosys 0.63+post, stock flow scripts
make -C /OpenROAD-flow-scripts/flow DESIGN_CONFIG=/design/flow/config.mk WORK_HOME=/design/flow/orfs finish
```
`./config.mk`:
```
export PLATFORM = sky130hd
export DESIGN_NAME = led_drive
export DESIGN_NICKNAME = led_drive
export VERILOG_FILES = /design/flow/design.v
export SDC_FILE = /design/flow/constraint.sdc
export NUM_CORES = 4
export LEC_CHECK = 1
export CORE_AREA = 10 10 105 105
export DIE_AREA = 0 0 115 115
```
`./constraint.sdc`:
```
current_design led_drive

set clk_period 3.8
set clk_io_pct 0.2

create_clock -name clk0 -period $clk_period [get_ports {i_clk}]

set non_clock_inputs [all_inputs -no_clocks]
set_input_delay [expr $clk_period * $clk_io_pct] -clock clk0 $non_clock_inputs
set_output_delay [expr $clk_period * $clk_io_pct] -clock clk0 [all_outputs]
```
`./design.v`:
```
`timescale 1ns / 1ps
module clk_div#(
    parameter   P_CLK_DIV_CNT=2          
)(
    input       i_rst               ,    
    input       i_clk               ,    
    output      o_clk_div                
);
reg [15:0]  r_clk_cnt                               ;
reg         ro_o_clk_div                            ; 
assign      o_clk_div = ro_o_clk_div                ;
always@(posedge i_clk, posedge i_rst)
begin
    if(i_rst)begin
        r_clk_cnt <= 'd0;
    end 
    else if(r_clk_cnt == (P_CLK_DIV_CNT >> 1) - 1) begin
        r_clk_cnt <= 'd0;
    end 
    else 
    begin
        r_clk_cnt <= r_clk_cnt + 1;
    end
end
always@(posedge i_clk, posedge i_rst)
begin
    if(i_rst)begin
        ro_o_clk_div <= 'd1;
    end else if(r_clk_cnt == (P_CLK_DIV_CNT >> 1) - 1) begin
        ro_o_clk_div <= ~ro_o_clk_div;
    end else begin
        ro_o_clk_div <= ro_o_clk_div;
    end
end
endmodule
`timescale 1ns / 1ps
module led_drive#(
    parameter                   P_LED_NUMBER    = 1         ,    
    parameter                   P_LED_CNT       = 5000      ,    
    parameter                   P_LED_ON        = 1              
)(
    input                       i_rst                       ,       
    input                       i_clk                       ,    
    output[P_LED_NUMBER-1:0]    o_led                            
);
reg [P_LED_NUMBER-1:0]          ro_led                      ;    
reg [15:0]                      r_cnt                       ;    
wire                            w_clk_1KHZ                  ;    
clk_div#(       
    .P_CLK_DIV_CNT      (2          )                           
)       
clk_div_c0(     
    .i_rst              (i_rst      )                       ,    
    .i_clk              (i_clk      )                       ,    
    .o_clk_div          (w_clk_1KHZ )                           
);    
assign                  o_led = ro_led                      ;    
always@(posedge w_clk_1KHZ, posedge i_rst)
begin
    if(i_rst)begin
        r_cnt <= 'd0;
    end else if(r_cnt == P_LED_CNT-1) begin
        r_cnt <= 'd0;
    end else begin
        r_cnt <= r_cnt + 1;
    end
end
always@(posedge w_clk_1KHZ, posedge i_rst)
begin
    if(i_rst)
        ro_led <= 'd0;
    else if(r_cnt == P_LED_CNT-1) begin
        ro_led <= ~ro_led;
    end else
        ro_led <= ro_led;
end
endmodule
```
==> impl_metrics.py <==
# Generated from Yosys and OpenROAD reports
metrics = {
    "status": {
        "outcome": "completed",
    },
    "clock_tree": {
        "numCtsBuffers": 3,
        "cts_hold_buf": 0,
        "cts_root_buf": "clkbuf_8",
        "path_clk_slew_ps": 60,
        "post-cts-setup-buffers": 0,
        "cts_tree": "yes",
        "post_cts_resized": 0,
        "cts.path.max_buffers": 2,
        "clock.latency.late_pin_ps": 250,
        "htree_levels": 1,
    },
    "timing": {
        "fin_skew_ps": 4.46,
        "unclocked_regs": 17,
        "worstMarginPinSlew_ps": 421,
        "setup_violations": 0,
        "hold_viol": 0,
        "period_minus_slack_ps": 1470,
        "tns_ps": 0,
        "period_used_share": 0.386,
        "slew_violations": 0,
        "fmaxAchievable_ghz": 0.682,
        "rsz0062_at_grt": "no",
        "unconstrained_endpoints": 18,
        "max-slew-margin-rel": 0.719,
    },
    "yosys": {
        "synth_stat.cells": 137,
        "yosysSeqAreaShare": 0.546,
        "ys_top_cells_by_count": "dfrtp_1 (33), xnor2_1 (17), nor2_1 (12)",
        "async_reset_ff_frac": 1.00,
        "ys_warn_count": 2,
        "synth_cell_types": 26,
        "synth.top_cells.by_area": "dfrtp_1 (53%), xnor2_1 (9.5%), xor2_1 (6.2%), nand3_1 (3.2%), nor2_1 (2.9%)",
        "ys_sh_simple": 0.237,
        "synth_adder_area_share": 0.0241,
        "aoi_share": 0,
        "edf_count": 0,
        "mux_area_frac": 0.0128,
        "yosys-stat-area_mm2": 0.00156,
        "most_common_cell": "dfrtp_1",
        "syn_inst": 137,
        "synth.logic.top_family": "simple AND/OR/NAND/NOR gates",
        "top_area_cell": "dfrtp_1",
        "netlist_area_mm2": 0.00156,
        "top_cell_area_share": 0.529,
        "synth-xor-area-share": 0.157,
        "ff_type": "dfrtp_1",
        "avgSynthCellArea_um2": 11.4,
        "yosys_register_bits": 34,
    },
    "drt": {
        "drc_errors": 0,
        "antenna_cells": 0,
        "firstDrtPassIters": 3,
        "wl_per_cell_um": 9.52,
        "drt_iter0_markers": 75,
        "ant_nets": 0,
        "via_per_inst": 3.78,
        "totalWireLength_um": 2380,
        "num_vias": 946,
    },
    "grt": {
        "grt_antenna_before_repair": 0,
        "grt.overflow.total": 0,
        "grt_pass1_vias": 979,
        "grt_max_degree": 26,
        "grt_pass1_wl_um": 4420,
        "grt_use_total": 0.0386,
    },
    "hold_path": {
        "min_path_cells": 1,
        "hold_path_end": "clk_div_c0.r_clk_cnt[15]$_DFF_PP0_",
        "hp-start": "clk_div_c0.r_clk_cnt[15]$_DFF_PP0_",
        "min_path_type": "register to register",
    },
    "worst_setup_path": {
        "reg2reg_slack_ps": 2370,
        "end_kind": "asynchronous set/reset pin",
        "crit_fanout": 25,
        "worstPathRequired_ps": 4160,
        "worstReg2RegStart": "clk_div_c0.r_clk_cnt[0]$_DFF_PP0_",
        "cp.arrival_ps": 1820,
        "reg2reg_depth": 5,
        "crit_type": "primary input to asynchronous set/reset pin",
        "rr_endpoint": "clk_div_c0.r_clk_cnt[1]$_DFF_PP0_",
        "start_kind": "primary input",
    },
    "pwr": {
        "powerDensity_mw_per_mm2": 181,
        "seq_power_share": 0.568,
        "p_int_mw": 0.255,
        "netSwitchingFraction": 0.199,
        "clkPwrFrac": 0.406,
        "p_comb_frac": 0.026,
        "power.leakage_nw": 0.778,
        "vdd_drop_max_mv": 0.0781,
        "switching_power_mw": 0.0634,
    },
    "cells_and_area": {
        "final_util": 0.201,
        "synthToLayoutAreaGrowth_pct": 12.8,
        "drive_above_1_share": 0.0704,
        "combGateArea_um2": 673,
        "fillers": 943,
        "final-seq-area_um2": 852,
    },
    "placed_design": {
        "numPortBuffers": 2,
        "post-dp-hpwl_um": 1770,
        "place_congestion": 0.783,
    },
    "floorplanning": {
        "core_area_mm2": 0.00876,
        "die_x_um": 115,
        "io_pins": 3,
        "row_count": 34,
        "fp_util": 0.178,
        "die_h_um": 115,
        "die_area_mm2": 0.0132,
    },
    "run": {
        "warning_count": 26,
        "cap_violations": 0,
    },
}
[worst max path at each step]
stage | slack (ps) | endpoint | cells after the start | start
after CTS | 2280 | clk_div_c0.ro_o_clk_div$_DFFE_PP1N_ | 3 | i_rst
after global routing | 2170 | clk_div_c0.ro_o_clk_div$_DFFE_PP1N_ | 3 | i_rst
final | 2330 | clk_div_c0.ro_o_clk_div$_DFFE_PP1N_ | 3 | i_rst
[critical path, cell delays in order]
cell and delay, ps:
clkdlybuf4s50_1 390, inv_1 280, buf_4 380
[metrics by stage]
| step | hold slack (ps) | instances | power [mW] | worst slack [ps] | instance area (um^2) |
|---|---|---|---|---|---|
| CTS | 490 | 250 | 0.325 | 2280 | 1760 |
| floorplan | 443 | 137 | 0.189 | 2290 | 1560 |
| finish | 484 | 250 | 0.318 | 2330 | 1760 |
| detailed placement | 485 | 246 | 0.193 | 2010 | 1710 |
| global route | 507 | 250 | 0.334 | 2170 | 1760 |
| global placement | 487 | 246 | 0.193 | 2020 | 1710 |
[cells in the final DEF (no fill, tap or decap), types with 2 or more instances in the layout]
master / n
mux2i_1: 2
nand4_1: 6
nand3_1: 10
and4_1: 4
and3_1: 2
nand2b_1: 2
clkdlybuf4s50_1: 2
dfrtp_1: 33
nor2_1: 12
inv_1: 7
xnor2_1: 17
nor4_1: 3
clkbuf_8: 3
nor3_1: 6
xor2_1: 11
nand2_1: 7
nor4b_1: 2
ha_1: 3
[cells by family after synthesis]
group | count (synthesis)
adder cells (fa/ha/maj) | 3
multiplexers | 2
XOR/XNOR | 28
AND/OR/NAND/NOR | 61
flip-flops | 34
buffers and inverters | 9
[flip-flops by register name, summed over array words and instances, names as in the netlist]
register,count
clk_div_c0.r_clk_cnt,16
r_cnt,16
clk_div_c0.ro_o_clk_div,1
ro_led,1
[power by group through the flow]
stage	combinational, mW	clock (mW)	sequential [mW]
CTS	0.00904	0.136	0.181
global route	0.0103	0.143	0.181
finish	0.00835	0.129	0.181
[metal layers]
layer	vias up	global-route usage	wire (um)
met3	2	0.0100	56
met4	0	0.00660	38
met2	2	0.0571	996
met5	-	0	0
li1	478	-	-
met1	464	0.0567	1290
[final cells by class]
type | instances | area share
sequential | 34 | 0.484
multi-input combinational | 94 | 0.382
tap | 108 | 0.0768
clock buffer | 3 | 0.0235
timing repair buffer | 3 | 0.0156
inverter | 7 | 0.0149
clock inverter | 1 | 0.00284
No activity file was given, so power comes from the tool's default toggle rates.
