===== flow/config.mk =====
export PLATFORM = sky130hd
export DESIGN_NAME = rst_generate
export DESIGN_NICKNAME = rst_generate
export VERILOG_FILES = /design/flow/design.v
export SDC_FILE = /design/flow/constraint.sdc
export NUM_CORES = 4
export LEC_CHECK = 1
export CORE_AREA = 10 10 70 70
export DIE_AREA = 0 0 80 80

===== flow/constraint.sdc =====
current_design rst_generate

set clk_period 1.9
set clk_io_pct 0.2

create_clock -name clk0 -period $clk_period [get_ports {i_clk}]

set non_clock_inputs [all_inputs -no_clocks]
set_input_delay [expr $clk_period * $clk_io_pct] -clock clk0 $non_clock_inputs
set_output_delay [expr $clk_period * $clk_io_pct] -clock clk0 [all_outputs]

===== flow/design.v =====
`timescale 1ns / 1ps
module rst_generate#(
    parameter   P_RST_CYCLE     =   1
)(
    input       i_clk,
    output      o_rst
);
reg [7:0]       r_rst_cnt   ='d0    ;
reg             ro_rst      ='d1    ;
assign          o_rst       =ro_rst;
always@(posedge i_clk)
begin
    if(r_rst_cnt == P_RST_CYCLE - 1 || P_RST_CYCLE == 0)
        r_rst_cnt   <=  r_rst_cnt;
    else
        r_rst_cnt   <=  r_rst_cnt + 'b1;
end
always@(posedge i_clk)
begin
    if(r_rst_cnt == P_RST_CYCLE - 1 || P_RST_CYCLE == 0)
        ro_rst    ='d0;
    else
        ro_rst    ='d1;
end
endmodule

===== flow/run.sh =====
#!/bin/bash
# OpenROAD 26Q1-2900-gdf79404cd8, Yosys 0.63+post, stock flow scripts
make -C /OpenROAD-flow-scripts/flow DESIGN_CONFIG=/design/flow/config.mk WORK_HOME=/design/flow/orfs finish

==> flow_summary.yaml <==
# yosys + openroad results
pwr:
  ir_worst_vdd_uv: 339
  pwr_density_cell_nw_per_um2: 705
  clockPowerShare: 0.403
  p_int_w: 0.000293
  p_leak_nw: 0.184
  p_switching_w: 0.0000626
  sw_frac_of_total: 0.176
  finalPower_w: 0.000355
  p_seq_frac: 0.597
  pwr-share-comb: 0
layout:
  register_area_sq_um: 260
  fill_cells: 379
  comb_area_sq_um: 143
  syn_to_final_growth_pct: 22.9
  stdcell_area_sq_um: 504
  drive_gt1_frac: 0.143
yosys:
  ys.flops: 9
  syn_inst: 30
  syn_avg_cell_area_sq_um: 13.7
  edf_count: 8
  ff_type: "edfxtp_1"
  synth_cell_types: 14
  synth.area.top_cells: "edfxtp_1, xnor2_1, xor2_1"
  async_flop_share: 0
  postSynthSeqShare: 0.634
  top_cells_by_count: "edfxtp_1, nand2_1, xnor2_1, xor2_1"
  yosys-stat-area_sq_um: 410
  yosysWarnings: 1
  synth_dominant_cell_count: "edfxtp_1"
  yosys_cells: 30
  yosys.area.top_type_share: 0.585
  netlist.top_cell.by_area: "edfxtp_1"
  synthesis.area_sq_um: 410
sta:
  fin_tns_setup_ps: 0
  hold_viol: 0
  slew_viol_final: 0
  setup_viol: 0
  maxSlewHeadroom: 0.764
  tightest_slew_ps: 354
  rsz0062_at_grt: "no"
  post-route-period-util: 0.795
  max_clock_freq_mhz: 662
  skew_ps: 5.91
  min_period_ps: 1510
place:
  io_buffer_count: 1
  placed_cell_area_sq_um: 478
  place.gp.congestion: 0.795
  place_hpwl_microns: 408
drt:
  met3_length_microns: 70
  dr_total_vias: 240
  drc: 0
  highest_layer: "met3"
  wl_met1_microns: 240
  dr.pass1.iters: 4
  met2WireLength_microns: 263
  routed_via_density: 2.96
  drtIter0Drc: 7
  drt-wirelength-per-cell_microns: 7.09
  insertedDiodeCount: 0
  wl_microns: 574
  postRouteAntennaNets: 0
clocking:
  cts_tree: "built"
  clock_latency_ps: 260
  clkSlewWorstSetupHoldPaths_ps: 50
  clock-root-buffer: "clkbuf_4"
  clock-sinks: 9
  cts_made_buffers: 3
  cts_hold_buf: 0
  h-tree-depth: 1
  cts_max_path_buffers: 2
  cts_resized: 0
  cts_setup_buffers: 0
floorplanning:
  core_sq_um: 3420
  chipArea_sq_um: 6400
  die_h_microns: 80
  num_io_pins: 2
  rows: 21
  dieWidth_microns: 80
  fp_util: 0.120
hold_path:
  hp-class: "reg2reg"
global_route:
  grt_first_pass_wirelength_microns: 952
  antenna_found_initial: 0
  grt_max_degree: 10
  grt_remaining_overflow: 0
  grt_use_total: 0.0185
  grt_pass1_vias: 234
critical_path:
  criticalPathCategory: "reg2reg"
  crit_path_end_kind: "register"
  r2r_setup_slack_ps: 390
  critPathRequiredTime_ps: 1840
  arrival_ps: 1450
  crit_family: "simple AND/OR/NAND/NOR gates"
  slowest_stage: "edfxtp_1"
  cpPeakStageDelay_ps: 420
  worst_setup_path_start_kind: "register"
  path_buffers: 1
  path_cells: "inv_1, ha_1, nor4b_1, nand2_1"
  critPathMaxFanout: 9
status:
  outcome: "complete, no violations"
flow_run:
  openroad.warnings: 26
  drv_cap: 0
==> registers in the layout (all words and copies together), names as in the netlist <==
name	cells
r_rst_cnt	8
ro_rst	1
==> metal layers <==
| metal | global-route usage | vias to the layer above |
|---|---|---|
| met5 | 0 | - |
| met3 | 0.0159 | 0 |
| met4 | 0.00176 | 0 |
| met2 | 0.0265 | 9 |
| li1 | - | 115 |
| met1 | 0.0213 | 116 |
==> final timing paths <==
check                               from                      to  cells past startpoint
hold reg to reg   r_rst_cnt[7]$_DFFE_PP_  r_rst_cnt[7]$_DFFE_PP_                      1
setup / recovery  r_rst_cnt[0]$_DFFE_PP_  r_rst_cnt[3]$_DFFE_PP_                      4
setup reg to reg  r_rst_cnt[0]$_DFFE_PP_  r_rst_cnt[3]$_DFFE_PP_                      4
hold / removal    r_rst_cnt[7]$_DFFE_PP_  r_rst_cnt[7]$_DFFE_PP_                      1
==> cell families after synthesis <==
family | Yosys count | share of synthesized area
simple gates | 11 | 0.159
flops | 9 | 0.634
xor+xnor | 6 | 0.128
buf+inv | 2 | 0.0183
fa+ha+maj | 2 | 0.0610
==> cells in the final DEF, fill, tap and decap left out, drive strengths merged <==
cell type	netlist	layout
dfxtp	1	1
and3	1	1
xor2	3	3
xnor2	3	3
nand3	3	3
nor4b	1	1
inv	2	2
clkbuf	0	4
nor3	2	2
edfxtp	8	8
nand2	3	3
ha	2	2
nor2	1	1
clkdlybuf4s50	0	1
==> stage by stage <==
| step | hold WS [ps] | cells | utilization | worst slack [ps] |
|---|---|---|---|---|
| 2_1_floorplan | 571 | 30 | - | 559 |
| 3_3_place_gp | 591 | 77 | 0.140 | 420 |
| 3_5_place_dp | 591 | 77 | 0.140 | 406 |
| 4_1_cts | 604 | 81 | 0.148 | 394 |
| 5_1_grt | 632 | 81 | 0.148 | 340 |
| 6_report | 605 | 81 | 0.148 | 389 |
==> power by group through the flow <==
stage                 Combinational [W]  Sequential (W)  Clock [W]
final                   0.0000000000682        0.000212   0.000143
after global routing    0.0000000000682        0.000212   0.000159
after CTS               0.0000000000682        0.000212   0.000148
==> layout make-up <==
type	count	area share
well taps	46	0.114
clock buffers	4	0.0521
flip-flops and latches	9	0.516
inverters	2	0.0149
repair buffers	1	0.0199
multi-input cells	19	0.283
==> worst register-to-register path, delay by kind of cell (launching register included) <==
kind	cells	cell delay [ps]
buffers and inverters	1	100
adder cells (fa/ha/maj)	1	150
flip-flops	1	420
AND/OR/NAND/NOR	2	520
Power is estimated from default activity; no workload was simulated.
