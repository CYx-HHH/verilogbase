==> design/flow/design.v <==
`timescale 1ns / 1ps
module even_clk_div#(
    parameter CLK_DIV_CNT = 2    
)(
    input i_clk,
    input i_rst,
    output o_clk
);
reg     [15:0]  r_cnt;
reg             ro_clk;
assign   o_clk = ro_clk;
always @(posedge i_clk)
begin
    if(i_rst)
        r_cnt <= 'd0;
    else if(r_cnt == ((CLK_DIV_CNT>>1) - 1) || CLK_DIV_CNT==0)
        r_cnt <= 'd0;
    else    
        r_cnt <= r_cnt + 1;
end
always @(posedge i_clk)
begin
    if(i_rst)
        ro_clk <= 1'b0;
    else if(r_cnt == ((CLK_DIV_CNT>>1) - 1) || CLK_DIV_CNT==0)
        ro_clk <= ~ro_clk;
    else 
        ro_clk <= ro_clk;
end
endmodule
`timescale 1ns / 1ps
module rst_gen#(
    parameter     RST_CYCLE = 100
)(
    input           i_clk,
    output          o_rst
);
reg [7:0]   rcnt    =   8'b0;   
reg         ro_rst  =   'b1;
assign      o_rst   =   ro_rst;
always @(posedge i_clk)
begin
    if(rcnt == RST_CYCLE || RST_CYCLE == 0)
        ro_rst <= 1'b0;
    else 
        ro_rst <= 1'b1;
end
always@(posedge i_clk)
begin
    if(rcnt == RST_CYCLE || RST_CYCLE == 0)
        rcnt <= rcnt;
    else
        rcnt <= rcnt + 1;
end
endmodule
module uart_drive#(
    parameter       buad_rate        =   115200     ,
    parameter       clk_rate         =   1152000   ,
    parameter       uart_data_width  =   8          ,    
    parameter       check            =   1          ,    
    parameter       stop_width       =   1          ,
    parameter       rst_cycle        =   5
)
(
    input                               i_clk,
    input                               i_rst,
    input                               i_rx ,
    output                              o_tx ,
    output  [uart_data_width-1 : 0]     ouser_rx_data  ,
    output                              ouser_rx_valid ,
    input   [uart_data_width-1 : 0]     iuser_tx_data  ,
    input                               iuser_tx_valid ,
    output                              ouser_tx_ready ,
    output                              ouser_clk      ,
    output                              ouser_rst
);
reg [2:0]                       r_overvalue;
reg [2:0]                       r_overvalue_1d;      
reg                             r_overlock;
reg [uart_data_width-1 : 0]     rx_overdata;         
reg [uart_data_width-1 : 0]     rx_overdata_1d; 
reg                             rx_overvalid;
reg                             rx_overvalid_1d;
wire                            wo_rx_valid;
wire [uart_data_width-1 : 0]    wo_rx_data;
wire                            w_buad_clk;
wire                            w_buad_rst;
wire                            w_rx_clk;
wire                            w_rx_rst;
assign      ouser_rx_data   =   rx_overdata_1d;
assign      ouser_rx_valid  =   rx_overvalid_1d;
assign      ouser_clk       =   w_buad_clk;
assign      ouser_rst       =   w_buad_rst;
localparam  CLK_DIV = clk_rate / buad_rate;
even_clk_div#(
    .CLK_DIV_CNT    (CLK_DIV    )   
)tx_clk0(
    .i_clk          (i_clk      ),
    .i_rst          (i_rst      ),
    .o_clk          (w_buad_clk )
);
even_clk_div#(
    .CLK_DIV_CNT    (CLK_DIV    )   
)rx_clk0(
    .i_clk          (i_clk      ),
    .i_rst          (i_rst      ),
    .o_clk          (w_rx_clk   )
);
rst_gen#(
    .RST_CYCLE      (rst_cycle  )
)rst_tx0(
    .i_clk          (w_buad_clk ),
    .o_rst          (w_buad_rst )
);
rst_gen#(
    .RST_CYCLE      (rst_cycle  )
)rst_rx0(
    .i_clk          (w_rx_clk   ),
    .o_rst          (w_rx_rst   )
);
uart_tx#(
    .buad_rate          (buad_rate      ),
    .clk_rate           (clk_rate       ),
    .uart_data_width    (uart_data_width),    
    .check              (check          ),    
    .stop_width         (stop_width     )
)tx_drive0(
    .i_clk              (w_buad_clk     ),
    .i_rst              (w_buad_rst     ),
    .i_tx_data          (iuser_tx_data  ),
    .i_tx_valid         (iuser_tx_valid ),
    .o_tx_ready         (ouser_tx_ready ),
    .o_tx               (o_tx           )
);
uart_rx#(
    .buad_rate          (buad_rate      ),
    .clk_rate           (clk_rate       ),
    .uart_data_width    (uart_data_width),    
    .check              (check          ),    
    .stop_width         (stop_width     )
)rx_drive0(
    .i_clk              (w_rx_clk       ),
    .i_rst              (w_rx_rst       ),
    .i_rx               (i_rx           ),
    .o_rx_data          (wo_rx_data     ),
    .o_rx_valid         (wo_rx_valid    )
);
always@(posedge i_clk)
begin
    if(i_rst)
        r_overvalue <= 3'b0;
    else if(!r_overlock)
        r_overvalue <= {r_overvalue[1:0], i_rx};     
    else
        r_overvalue <= 'd0; 
end
always@(posedge i_clk)
begin
    if(i_rst)
        r_overvalue_1d <= 3'b0;
    else
        r_overvalue_1d <= r_overvalue;              
end
always@(posedge i_clk)                               
begin
    if(i_rst)
        r_overlock <= 'b0;
    else if(r_overvalue_1d == 3'b0 && r_overvalue != 3'b0)
        r_overlock <= 1'b1;
    else if(rx_overvalid && !wo_rx_valid)
        r_overlock <= 1'b0;
    else
        r_overlock <= r_overlock;
end
always@(posedge w_buad_clk)
begin
    if(w_buad_rst)
        rx_overvalid <= 'd0;
    else 
        rx_overvalid <= wo_rx_valid; 
end
always@(posedge w_buad_clk)
begin
    if(w_buad_rst)
        rx_overvalid_1d <= 'd0;
    else 
        rx_overvalid_1d <= rx_overvalid; 
end
always@(posedge w_buad_clk)
begin
    if(w_buad_rst)
        rx_overdata <= 'd0;
    else
        rx_overdata <= wo_rx_data;
end
always@(posedge w_buad_clk)
begin
    if(w_buad_rst)
        rx_overdata_1d <= 'd0;
    else
        rx_overdata_1d <= rx_overdata;
end
endmodule
`timescale 1ns / 1ps
module uart_rx#(
    parameter       buad_rate        =   9600       ,
    parameter       clk_rate         =   50_000_000 ,
    parameter       uart_data_width  =   8          ,    
    parameter       check            =   1          ,    
    parameter       stop_width       =   1
)(
    input           i_clk   ,
    input           i_rst   ,
    input           i_rx    ,
    output [uart_data_width-1 : 0]   o_rx_data,
    output          o_rx_valid
);
localparam      rx_data_width = (check == 0)? uart_data_width + stop_width 
                                            : uart_data_width + stop_width+1;    
reg    [7:0]                                r_cnt       ;
reg    [uart_data_width-1 : 0]              ro_rx_data  ;
reg                                         ro_rx_valid ;
reg                                         ri_rx       ;
reg                                         r_check     ;
reg                                         r_run       ;    
reg                                         ri_rx2      ;    
assign     o_rx_data            =           ro_rx_data  ;
assign     o_rx_valid           =           ro_rx_valid ;
always@(posedge i_clk)
begin
    if(i_rst)
        ri_rx <= 1'b0;
    else
        ri_rx <= i_rx;                           
end
always@(posedge i_clk)
begin
    if(i_rst)
        ri_rx2 <= 1'b0;
    else
        ri_rx2 <= ri_rx;                         
end
always@(posedge i_clk)
begin
    if(i_rst || r_cnt == rx_data_width)          
        r_run <= 1'b0;
    else if(ri_rx2 && !ri_rx)                    
        r_run <= 1'b1;
    else
        r_run <= r_run;
end
always@(posedge i_clk)
begin
    if(i_rst)
        r_cnt <= 'd0;
    else if(r_cnt == rx_data_width)        
        r_cnt <= 'd0;
    else if(r_run)                         
        r_cnt <= r_cnt + 1;
    else 
        r_cnt <= 'd0;
end
always@(posedge i_clk)
begin
    if(i_rst)
        ro_rx_data <= 'd0;
    else if(r_cnt > 0 && r_cnt < uart_data_width+1)
        ro_rx_data <= {ro_rx_data[uart_data_width-2:0], ri_rx2};
    else
        ro_rx_data <= ro_rx_data;
end
always@(posedge i_clk)
begin
    if(i_rst)
        r_check <= 1'b0;
    else if(r_cnt > 0 && r_cnt < uart_data_width+1)
        r_check <= r_check ^ ri_rx2;
    else
        r_check <= r_check;
end
always@(posedge i_clk)
begin
    if(i_rst)
        ro_rx_valid <= 1'd0;
    else if(r_cnt == uart_data_width+1)
        ro_rx_valid <= (ri_rx2 == ((check == 2) ? r_check : ~r_check));
    else 
        ro_rx_valid <= 'd0;
end
endmodule
`timescale 1ns / 1ps
module uart_tx#(
    parameter       buad_rate        =   9600,
    parameter       clk_rate         =   50_000_000,
    parameter       uart_data_width  =   8   ,    
    parameter       check            =   1   ,    
    parameter       stop_width       =   1
)(
    input           i_clk,
    input           i_rst,
    input [uart_data_width-1 : 0]   i_tx_data,
    input           i_tx_valid,
    output          o_tx_ready,
    output          o_tx
);
reg [uart_data_width-1 : 0]     ri_tx_data  ;
reg [7 : 0]                     r_cnt       ;
reg                             ro_tx_ready ;
reg                             ro_tx       ;
reg                             r_check     ;
wire                            w_active    ;
assign      o_tx_ready  =       ro_tx_ready;
assign      o_tx        =       ro_tx      ;
assign      w_active    =       (i_tx_valid & ro_tx_ready);     
localparam  tx_data_width = (check == 0) ? uart_data_width + stop_width+1 
                                         : uart_data_width + stop_width+2;
always@(posedge i_clk)
begin
    if(i_rst)
        ro_tx_ready <= 1'b1;
    else if(w_active)
        ro_tx_ready <= 1'b0;
    else if(r_cnt == tx_data_width)
        ro_tx_ready <= 1'b1;
    else
        ro_tx_ready <= ro_tx_ready;
end
always@(posedge i_clk)
begin
    if(i_rst)
        r_cnt <= 'd0;    
    else if(r_cnt == tx_data_width)
        r_cnt <= 'd0;
    else if(w_active || !ro_tx_ready)        
        r_cnt <= r_cnt + 1;
end
always@(posedge i_clk)
begin
    if(i_rst)
        ro_tx <= 1'b1;
    else if(w_active)
        ro_tx <= 1'b0;
    else if(!ro_tx_ready && r_cnt < uart_data_width + 1)
        ro_tx <= ri_tx_data[0];
    else if(!ro_tx_ready && check > 0 && r_cnt == tx_data_width - stop_width-1)
        ro_tx <= (check == 2)? r_check : ~r_check;
    else if(!ro_tx_ready && r_cnt >= tx_data_width - stop_width)
        ro_tx <= 1'b1;
    else
        ro_tx <= 1'b1;
end
always@(posedge i_clk)
begin
    if(i_rst)
        ri_tx_data <= 'd0;
    else if(w_active)
        ri_tx_data <= {i_tx_data[uart_data_width-2:0], i_tx_data[uart_data_width-1]};
    else if(!ro_tx_ready && r_cnt < uart_data_width)
        ri_tx_data <= {ri_tx_data[uart_data_width-2:0], ri_tx_data[uart_data_width-1]};  
    else 
        ri_tx_data <= ri_tx_data;
end
always@(posedge i_clk)
begin
    if(i_rst || ro_tx_ready)
        r_check <= 'd0;
    else if(!ro_tx_ready && check > 0 && r_cnt < uart_data_width + 1)
        r_check <= r_check ^ ri_tx_data[0];                              
    else
        r_check <= r_check;
end
endmodule
==> design/flow/run.sh <==
#!/bin/bash
# OpenROAD 26Q1-2900-gdf79404cd8, Yosys 0.63+post, stock flow scripts
make -C /OpenROAD-flow-scripts/flow DESIGN_CONFIG=/design/flow/config.mk WORK_HOME=/design/flow/orfs finish
==> design/flow/config.mk <==
export PLATFORM = sky130hd
export DESIGN_NAME = uart_drive
export DESIGN_NICKNAME = uart_drive
export VERILOG_FILES = /design/flow/design.v
export SDC_FILE = /design/flow/constraint.sdc
export NUM_CORES = 4
export LEC_CHECK = 1
export CORE_UTILIZATION = 50
==> design/flow/constraint.sdc <==
current_design uart_drive

set clk_period 2.8
set clk_io_pct 0.2

create_clock -name clk0 -period $clk_period [get_ports {i_clk}]

set non_clock_inputs [all_inputs -no_clocks]
set_input_delay [expr $clk_period * $clk_io_pct] -clock clk0 $non_clock_inputs
set_output_delay [expr $clk_period * $clk_io_pct] -clock clk0 [all_outputs]
==> impl_metrics.tcl <==
# place-and-route summary
set metrics [dict create \
    route.final.wire_length_um 7080 \
    die_area_mm2 0.00962 \
    detailroute.via_count 3120 \
    finalSetupTns_ns 0 \
    synthTopLogicFamily "simple AND/OR/NAND/NOR gates" \
    finalSetupViolCount 0 \
    route.detailed.vias_per_inst 5.15 \
    gr-usage-all-layers_pct 16.2 \
    numSynthFlops 110 \
    num_io_pins 25 \
    synth_warnings 5 \
    unclocked_pins 76 \
    remaining_drc_errors 0 \
    vias_in_the_first_global_route 2822 \
    clock_skew_ns 0.00449 \
    synth.mux.area_fraction_pct 0.244 \
    drtAntennaViolNets 0 \
    share_of_post_route_cells_with_drive_strength_above_1_pct 4.62 \
    max_cap_violations 0 \
    floorplanUtilization_pct 52.2 \
    criticalPathCategory "flip-flop to output pin" \
    cp.depth 1 \
    buffer_ports.inserted 24 \
    maxSlewViolCount 0 \
    critical_path_peak_fanout 2 \
    worst-r2r-setup-slack_ns 1.12 \
    area.growth.synth_to_final_pct 9.21 \
    number_of_antenna_violations_at_the_first_check_in_global_routing 0 \
    dominantRegCellSynth "sky130_fd_sc_hd__dfxtp_1" \
    fin_crit_sh_pct 60.9 \
    postSynthSeqShare_pct 51.2 \
    crit_end "ouser_clk" \
    clk_pin_slew_worst_paths_ns 0.07 \
    clock.latency.late_pin_ns 0.28 \
    grt_overflow 0 \
    worstReg2RegStart "rx_clk0.r_cnt[0]$_SDFF_PP0_" \
    max-slew-margin-rel_pct 55.3 \
    synth_cells 476 \
    ys_sh_aoi_pct 5.64 \
    power.leakage_nw 1.81 \
    netlist_area_mm2 0.00462 \
    worstPathCellList "clkdlybuf4s50_1" \
    maxClockFrequency_ghz 0.587 \
    worstSetupStartpoint "tx_clk0.ro_clk$_SDFFE_PP0N_" \
    num_antenna_cells 0 \
    post-cts-setup-buffer-count 0 \
    grt_max_degree 48 \
    share_of_the_synthesized_netlist_area_taken_by_xor_and_xnor_gates_pct 10.8 \
    place_congestion 0.828 \
    hold_buffers 0 \
    crit_path_largest_cell_delay_ns 0.49 \
    area_reported_by_yosys_stat_mm2 0.00462 \
    ff2ff_path_depth 6 \
    fin_crit_ns 1.70 \
    critical_path_required_ns 2.24 \
    timing_worst_slew_pin_value_ns 0.666 \
    worst_path_dominant_cell_family "buffers and inverters" \
    warnings 34 \
    final_cell_mix "94 x sky130_fd_sc_hd__dfxtp_1, 64 x sky130_fd_sc_hd__nor2_1, 40 x sky130_fd_sc_hd__nand3_1" \
    final-hold-violation-count 0 \
    drt-wirelength-per-cell_um 11.7 \
    coreArea_mm2 0.00885 \
    die_height_um 98.1 \
    status "finished, final reports clean" \
    grt_setup_unrepaired "false" \
    rows 34 \
    tritoncts.num_buffers 5 \
    regToRegEndpoint "rx_clk0.r_cnt[7]$_SDFF_PP0_" \
    synthArstFlopShare_pct 0 \
    syn-mean-instance-area_um2 9.70 \
    untimed_endpoints 104 \
    timing.hold.ws_ns 0.462 \
    clock_tree.root_cell "sky130_fd_sc_hd__clkbuf_8" \
    critPathLaunchType "flip-flop" \
    drt_iter0_drc 80 \
    drt-pass1-iter-count 15 \
    layout_top_cell_excl_fill_tap "sky130_fd_sc_hd__dfxtp_1" \
    simple_gate_area_share_pct 24.2 \
    endpoint_kind "output pin" \
    die_width_um 98.1 \
    post_cts_resized 0 \
    cellPowerDensity_mw_per_mm2 215 \
    grt_pass1_wl_um 12700 \
    crit_arrival_ns 1.14 \
    power.ir.vdd_worst_uv 395 \
    synth-cells-yosys 476 \
    worst_path_slowest_cell "sky130_fd_sc_hd__clkdlybuf4s50_1" \
    tritoncts "yes" \
    holdCritPathClass "flip-flop to flip-flop" \
    cts_max_path_buffers 2 \
    fillers 790 \
    synth_adder_area_share_pct 4.07 \
    cts_max_level 2 \
    enable_flop_cells 16 \
    synth.distinct_cells 41 \
    detailedPlacementHpwl_um 4990 \
    critical_path_buf_inv_count 1 \
]
==> layout make-up <==
cell class / instances / area (um^2) / share of cell area [%]
clock buffers: 8 / 110 / 2.18
well taps: 108 / 135 / 2.68
flip-flops and latches: 110 / 2360 / 46.8
multi-input cells: 329 / 2070 / 41.1
repair buffers: 29 / 278 / 5.51
inverters: 22 / 82.6 / 1.64
==> kinds of logic (layout without fill, tap and decap cells) <==
logic type,Yosys count,count (layout)
multiplexers,1,1
flip-flops,110,110
adder cells (fa/ha/maj),15,15
XOR/XNOR,57,57
AND/OR/NAND/NOR,219,219
AND-OR/OR-AND,37,37
buffers and inverters,37,59
==> worst min-delay path by stage <==
stage                          startpoint                          end  cells past startpoint
finish        rx_clk0.r_cnt[0]$_SDFF_PP0_  rx_clk0.r_cnt[0]$_SDFF_PP0_                      1
global route  rx_clk0.r_cnt[0]$_SDFF_PP0_  rx_clk0.r_cnt[0]$_SDFF_PP0_                      1
CTS           rx_clk0.r_cnt[0]$_SDFF_PP0_  rx_clk0.r_cnt[0]$_SDFF_PP0_                      1
==> sequential cells by signal, summed over array words and instances, names as in the netlist, 8 cells and up <==
| register | cells |
|---|---|
| rx_overdata | 8 |
| rst_tx0.rcnt | 8 |
| rx_drive0.ro_rx_data | 8 |
| rx_overdata_1d | 8 |
| rst_rx0.rcnt | 8 |
| rx_drive0.r_cnt | 8 |
| tx_clk0.r_cnt | 16 |
| tx_drive0.ri_tx_data | 8 |
| tx_drive0.r_cnt | 8 |
| rx_clk0.r_cnt | 16 |
==> power breakdown <==
group | switching [W] | leakage, nW | internal (W)
clock | 0.000162 | 0.0575 | 0.000248
sequential | 0.0000111 | 0.913 | 0.000557
combinational | 0.0000598 | 0.845 | 0.0000453
total | 0.000233 | 1.81 | 0.000850
==> routing by layer <==
layer	GRT usage [%]	routed length [um]	vias up
li1	-	-	1656
met1	28.3	3980	1421
met2	24.1	2900	38
met3	1.45	158	5
met4	1.17	42	0
met5	0	0	-
==> through the flow <==
stage               instance area [um^2]  std cells  utilization (%)  worst slack [ns]  power [W]
global route                        5040        606             57.0             0.863    0.00114
finish                              5040        606             57.0              1.10    0.00108
detailed placement                  4930        598             55.7             0.948   0.000685
global placement                    4930        598             55.7             0.995   0.000683
floorplan                           4620        476                -              1.18   0.000648
CTS                                 5040        606             57.0              1.06    0.00110
==> synth_stat cells (2+ instances only) <==
master,n,share of area [%]
sky130_fd_sc_hd__dfxtp_1,94,41
sky130_fd_sc_hd__nor2_1,64,5.2
sky130_fd_sc_hd__nand3_1,40,4.3
sky130_fd_sc_hd__xnor2_1,36,6.8
sky130_fd_sc_hd__nand2_1,29,2.4
sky130_fd_sc_hd__nor2b_1,24,3.3
sky130_fd_sc_hd__inv_1,22,1.8
sky130_fd_sc_hd__xor2_1,21,4.0
sky130_fd_sc_hd__edfxtp_1,16,10
sky130_fd_sc_hd__ha_1,15,4.1
sky130_fd_sc_hd__a21oi_1,12,1.3
sky130_fd_sc_hd__nor3_1,12,1.3
sky130_fd_sc_hd__nand4_1,10,1.4
sky130_fd_sc_hd__nor4_1,10,1.4
sky130_fd_sc_hd__o21ai_0,10,1.1
sky130_fd_sc_hd__clkbuf_1,9,0.73
sky130_fd_sc_hd__and3_1,8,1.1
sky130_fd_sc_hd__a311oi_1,6,1.1
sky130_fd_sc_hd__nor4b_1,6,1.1
sky130_fd_sc_hd__nand2b_1,4,0.54
sky130_fd_sc_hd__buf_6,3,0.73
sky130_fd_sc_hd__a311oi_2,2,0.65
sky130_fd_sc_hd__nand4b_1,2,0.38
sky130_fd_sc_hd__o31ai_1,2,0.33
sky130_fd_sc_hd__or4_1,2,0.33
sky130_fd_sc_hd__or4_4,2,0.49
Power and IR drop assume default switching activity.
