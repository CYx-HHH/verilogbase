### /design/flow/run.sh
#!/bin/bash
# OpenROAD 26Q1-2900-gdf79404cd8, Yosys 0.63+post, stock flow scripts
make -C /OpenROAD-flow-scripts/flow DESIGN_CONFIG=/design/flow/config.mk WORK_HOME=/design/flow/orfs finish
### /design/flow/design.v
`timescale 1ns / 1ps
module user_gen#(
    parameter   P_OP_MAX_LEN        = 256,
                P_USER_OPE_LEN      = 32,
                P_READ_DATA_WIDTH   = 8 
)(
    input                           i_clk,  
    input                           i_rst,
    input                           i_op_ready,
    input   [7:0]                   i_read_data,
    input                           i_read_sop,
    input                           i_read_eop,
    input                           i_read_valid,    
    output  [1:0]                   o_op_typ,        
    output  [23:0]                  o_op_addr,
    output  [8:0]                   o_op_num,
    output                          o_op_valid,
    output  [7:0]                   o_write_data,
    output                          o_write_sop,
    output                          o_write_eop,
    output                          o_write_valid,
    input                           i_spi_clk
);
localparam                      P_USER_IDLE  = 0,
                                P_USER_CLEAR = 1,
                                P_USER_READ  = 2,
                                P_USER_WRITE = 3;   
reg     [1:0]                       ro_op_typ;
reg     [23:0]                      ro_op_addr;
reg     [8:0]                       ro_op_num;
reg                                 ro_op_valid;
reg     [7:0]                       ro_write_data;
reg                                 ro_write_sop;
reg                                 ro_write_eop;
reg                                 ro_write_valid;
reg     [3:0]                       r_st_current;
reg     [3:0]                       r_st_next;
reg     [7:0]                       r_write_cnt;
reg                                 ri_ready;
reg                                 ri_ready_1d;
wire    w_active    = i_op_ready & o_op_valid;
wire    w_ready_pos = ri_ready & !ri_ready_1d;
assign  o_op_typ                    = ro_op_typ; 
assign  o_op_addr                   = ro_op_addr;    
assign  o_op_num                    = ro_op_num; 
assign  o_op_valid                  = ro_op_valid;   
assign  o_write_data                = ro_write_data; 
assign  o_write_sop                 = ro_write_sop;  
assign  o_write_eop                 = ro_write_eop;  
assign  o_write_valid               = ro_write_valid;        
always@(*)
begin
    case(r_st_current)
        P_USER_IDLE :   r_st_next = P_USER_CLEAR;
        P_USER_CLEAR:   r_st_next = w_ready_pos ? P_USER_WRITE  : P_USER_CLEAR;
        P_USER_READ :   r_st_next = w_ready_pos ? P_USER_IDLE   : P_USER_READ;
        P_USER_WRITE:   r_st_next = w_ready_pos ? P_USER_READ   : P_USER_WRITE;
        default:        r_st_next = P_USER_IDLE ;
    endcase
end
always @(posedge i_clk or posedge i_rst)
begin
    if(i_rst)
        r_st_current <= 'd0;
    else
        r_st_current <= r_st_next;
end
always @(posedge i_clk or posedge i_rst)
begin
    if(i_rst) begin    
        ro_op_addr      <= 'd0;      
        ro_op_num       <= 'd0;    
        ro_op_typ       <= 'd0;           
    end else if(r_st_next == P_USER_CLEAR && r_st_current != P_USER_CLEAR) begin
        ro_op_addr      <= 'd0; 
        ro_op_num       <= 'd0;
        ro_op_typ       <= 'd0;             
    end else if(r_st_next == P_USER_READ && r_st_current != P_USER_READ) begin
        ro_op_addr      <= 24'd100; 
        ro_op_num       <= 'd8;         
        ro_op_typ       <= 'd1;            
    end else if(r_st_next == P_USER_WRITE && r_st_current != P_USER_WRITE) begin
        ro_op_addr      <= 24'd300; 
        ro_op_num       <= 'd8;
        ro_op_typ       <= 'd2;          
    end else begin
        ro_op_addr      <= ro_op_addr;     
        ro_op_num       <= ro_op_num;            
        ro_op_typ       <= ro_op_typ;        
    end
end
always @(posedge i_clk or posedge i_rst)
begin
    if(i_rst)
        ro_op_valid <= 'd0;
    else if(w_active)
        ro_op_valid <= 'd0;
    else if(r_st_next == P_USER_CLEAR && r_st_current != P_USER_CLEAR)
        ro_op_valid <= 'd1;
    else if(r_st_next == P_USER_READ && r_st_current != P_USER_READ)
        ro_op_valid <= 'd1;
    else if(r_st_next == P_USER_WRITE && r_st_current != P_USER_WRITE)
        ro_op_valid <= 'd1;
    else
        ro_op_valid <= ro_op_valid;
end
always @(posedge i_clk or posedge i_rst)
begin
    if(i_rst)
        ro_write_data <= 'd0;
    else if(r_st_current == P_USER_WRITE && ro_write_valid)
        ro_write_data <= ro_write_data + 'd1;
    else
        ro_write_data <= ro_write_data;
end
always @(posedge i_clk or posedge i_rst)
begin
    if(i_rst)
        r_write_cnt <= 'd0;
    else if(r_write_cnt && r_write_cnt == ro_op_num-1)
        r_write_cnt <= 'd0;
    else if(r_st_current == P_USER_WRITE || r_write_cnt)
        r_write_cnt <= r_write_cnt + 'd1;
    else
        r_write_cnt <= r_write_cnt;
end
always @(posedge i_clk or posedge i_rst)
begin
    if(i_rst)
        ro_write_valid <= 'd0;
    else if(r_write_cnt && r_write_cnt == ro_op_num-1)
        ro_write_valid <= 'd0;
    else if(r_st_next == P_USER_WRITE && r_st_current != P_USER_WRITE)
        ro_write_valid <= 'd1;
    else
        ro_write_valid <= ro_write_valid;
end
always @(posedge i_clk or posedge i_rst)
begin
    if(i_rst)
        ro_write_sop <= 'd0;
    else if(r_st_next == P_USER_WRITE && r_st_current != P_USER_WRITE)
        ro_write_sop <= 'd1;
    else
        ro_write_sop <= 'd0;
end
always @(posedge i_clk or posedge i_rst)
begin
    if(i_rst)
        ro_write_eop <= 'd0;
    else if(r_write_cnt && r_write_cnt == ro_op_num-2 && ro_write_valid)
        ro_write_eop <= 'd1;
    else
        ro_write_eop <= 'd0;
end
always@(posedge i_clk, posedge i_rst)
begin
    if(i_rst)
        ri_ready <= 'd0;
    else
        ri_ready <= i_op_ready;
end
always@(posedge i_clk, posedge i_rst)
begin
    if(i_rst)
        ri_ready_1d <= 'd0;
    else
        ri_ready_1d <= ri_ready;
end
endmodule
### /design/flow/config.mk
export PLATFORM = sky130hd
export DESIGN_NAME = user_gen
export DESIGN_NICKNAME = user_gen
export VERILOG_FILES = /design/flow/design.v
export SDC_FILE = /design/flow/constraint.sdc
export NUM_CORES = 4
export LEC_CHECK = 1
export CORE_AREA = 10 10 97 97
export DIE_AREA = 0 0 107 107
### /design/flow/constraint.sdc
current_design user_gen

set clk_period 1.7
set clk_io_pct 0.2

create_clock -name clk0 -period $clk_period [get_ports {i_clk}]

set non_clock_inputs [all_inputs -no_clocks]
set_input_delay [expr $clk_period * $clk_io_pct] -clock clk0 $non_clock_inputs
set_output_delay [expr $clk_period * $clk_io_pct] -clock clk0 [all_outputs]
==> impl_metrics.toml <==
# implementation run metrics
[status]
status = "complete, no violations"

[die]
die_y_microns = 107
ios = 62
num_rows = 31
fp.coreArea_sq_mm = 0.00729
initCoreUtil_pct = 21.5
die_w_microns = 107
die_area_sq_mm = 0.0114

[final_timing]
rsz0062_at_grt = "false"
whs_ns = 0.353
finalCritPeriodShare_pct = 94.1
setup_violations = 0
max_freq_mhz = 625
clock_skew_ns = 0.00863
worst_slack_ns = 0.101
slew_violations = 0
setup_tns_ns = 0
hold_viol = 0
min_period_ns = 1.60

[worst_setup_path]
path_cells = "clkdlybuf4s50_1"
worstPathArrival_ns = 1.26
cp_top_family = "buffers and inverters"
end_kind = "output port"
criticalPathCategory = "register to output port"
worstReg2RegStart = "r_write_cnt[3]$_DFFE_PP0P_"
r2r_setup_slack_ns = 0.28
path_buffers = 1
cp-start-kind = "register"
cpPeakStageDelay_ns = 0.52
crit_slowest_cell = "clkdlybuf4s50_1"
crit_required_ns = 1.36
rr_endpoint = "ro_write_valid$_DFFE_PP0P_"
path_max_fanout = 6
worstRegToRegCells = 4

[cts]
numCtsBuffers = 5
cts_buffer_depth = 2
clockRootBuffer = "clkbuf_8"
htree_levels = 2
cts_hold_buf = 0
path_clk_slew_ns = 0.07
cts_tree = "built"
clk-insertion-delay-late_ns = 0.28
clock_sinks = 29
cts_setup_buffers = 0

[synthesis]
yosys_cells = 158
async_flop_share_pct = 100
yosysWarnings = 1
yosysChipArea_sq_mm = 0.00157
netlist_instances = 158
edf_count = 0
netlist_area_sq_mm = 0.00157
ff_type = "dfrtp_1"
syn-mean-instance-area_sq_um = 9.92
synth_flops = 29
ys_seq_share_pct = 46.4
synth.distinct_cells = 35

[detailed_routing]
vias = 1063
avgViaCountPerCell = 3.81
dr.pass1.iters = 4
n_antenna_cell = 0
drt-initial-drc-count = 10
wl_mm = 3.10
postRouteAntennaNets = 0
wl_per_cell_microns = 11.1
drc = 0

[run]
drv_cap = 0
warning_count = 39

[placed_design]
place_area_sq_mm = 0.00177
io_buffer_count = 22
dp.cells = 271
hpwl_mm = 2.34
routabilityCongestion = 0.812
dpl_worst_slack_ns = 0.294

[global_route]
overflow = 0
grt_max_degree = 21
antenna_found_initial = 0
grt.total_usage_pct = 5.08
grt_pass1_wl_mm = 4.86
grt_pass1_vias = 995

[final_layout]
drive_gt1_share_pct = 8.33
final_cell_area_sq_mm = 0.00190
area_delta_synth_final_pct = 21.5
combGateArea_sq_um = 652
fin_util_pct = 26.1
fillerInstances = 808
fin_cells = 279
lay_top_cells = "27 x dfrtp_1, 27 x conb_1, 22 x clkdlybuf4s50_1, 17 x nand2_1"
flop_area_sq_um = 728

[power_and_ir_drop]
leakage_nw = 0.898
finalPower_mw = 1.58
max-vdd-ir-drop_mv = 0.348
p_per_area_mw_per_mm2 = 829

[hold_path]
hp-class = "input pin to async pin"
## cell usage after synthesis, drive strengths merged (3+ instances only)
master  count  area, sq um
buf        35          264
nand3       7         35.0
nand2      17         63.8
xnor2       9         78.8
inv         5         18.8
o21ai       5         25.0
a21oi       6         30.0
a21o        3         22.5
ha          4         50.1
nor2        9         33.8
dfrtp      28          701
## where the power goes
group	internal (mW)	switching [mW]
Combinational	0.0114	0.0244
Clock	0.582	0.267
Sequential	0.693	0.00161
Total	1.29	0.292
## sequential cells by signal, indices dropped and copies added (netlist names), named ones only
name and count:
ri_ready_1d 1, ro_op_valid 1, ro_write_valid 1, ro_op_addr 2
ro_op_typ 1, ro_write_data 8, ri_ready 1, ro_write_eop 1
r_write_cnt 8, r_st_current 2, ro_write_sop 1
## layer usage
metal  vias to the layer above  GRT usage, %  routed length, microns
met3                         0          2.43                     204
met5                         -             0                       0
met1                       527          6.13                    1330
li1                        511             -                       -
met2                        25          8.52                    1570
met4                         0         0.193                       0
## what timing repair did
| item | 4_1_cts | 5_1_grt |
|---|---|---|
| endpoints found under the setup margin | 0 | 2 |
| hold endpoints to repair | 0 | 0 |
| gates resized | 0 | 1 |
## cell type report
type | count | share of cell area [%]
clock inverter | 3 | 3.42
multi-input combinational | 114 | 34.2
clock buffer | 5 | 3.61
tap | 99 | 6.50
timing repair buffer | 24 | 13.0
inverter | 5 | 0.986
sequential | 29 | 38.2
## worst max-delay path by stage
stage	from	endpoint	slack (ns)	cells after the start
finish	ro_write_data[0]$_DFFE_PP0P_	o_write_data[0]	0.10	1
global route	ro_write_data[0]$_DFFE_PP0P_	o_write_data[0]	0.03	1
CTS	ro_op_addr[5]$_DFFE_PP0P_	o_op_addr[5]	0.03	1
## cells by family (layout without fill, tap and decap cells)
family	count (synthesis)	after routing	share of synthesized area, %
and+or+nand+nor	49	49	15.6
buffers and inverters	41	37	18.3
DFF	29	29	46.4
AOI/OAI and AO/OA	21	21	8.78
xor gates and xnor gates	11	11	6.15
adders and majority gates	4	4	3.19
muxes	2	2	1.36
other	1	27	0.239
No activity file was given, so power comes from the tool's default toggle rates.
